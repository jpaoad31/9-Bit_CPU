==> flow/design.v <==
module data_memory #(size=256) (
	input clk, loadEn, storEn,
	input unsigned [7:0] address,
	input [7:0] storData,
	output logic [7:0] loadData);
	logic [7:0] core[size];
	always_comb
		if (loadEn) loadData = core[address];
		else loadData = 8'bz; 
	always_ff @(posedge clk) begin
		if (storEn)
			core[address] <= storData;
	end
endmodule
==> flow/run.sh <==
#!/bin/bash
# OpenROAD 26Q1-2900-gdf79404cd8, Yosys 0.63+post, stock flow scripts
make -C /OpenROAD-flow-scripts/flow DESIGN_CONFIG=/design/flow/config.mk WORK_HOME=/design/flow/orfs finish
==> flow/config.mk <==
export PLATFORM = sky130hd
export DESIGN_NAME = data_memory
export DESIGN_NICKNAME = data_memory
export VERILOG_FILES = /design/flow/design.v
export SDC_FILE = /design/flow/constraint.sdc
export NUM_CORES = 4
export LEC_CHECK = 1
export CORE_UTILIZATION = 40
==> flow/constraint.sdc <==
current_design data_memory

set clk_period 29.1
set clk_io_pct 0.2

create_clock -name clk0 -period $clk_period [get_ports {clk}]

set non_clock_inputs [all_inputs -no_clocks]
set_input_delay [expr $clk_period * $clk_io_pct] -clock clk0 $non_clock_inputs
set_output_delay [expr $clk_period * $clk_io_pct] -clock clk0 [all_outputs]
==> flow_metrics.py <==
# Flow results
metrics = {
    "setup_path": {
        "startpoint_type": "input pin",
        "worstPathCellList": "buf_8 > buf_4 > buf_4 > buf_4 > buf_12 > mux4_2 > a22oi_1 > a21oi_1 > o41ai_1 > nand4_1 > clkdlybuf4s50_1",
        "crit_path_max_incr_delay_ns": 1.04,
        "crit_start": "address[0]",
        "cp.arrival_ns": 11.75,
        "critPathRequiredTime_ns": 23.28,
        "cp-end-kind": "primary output",
        "crit_fanout": 65,
        "cp_slowest_cell": "o41ai_1",
        "crit_top_cell": "buf_4",
        "worstSetupPathType": "in -> out",
    },
    "die": {
        "die_width_um": 445,
        "fp_util_pct": 40.2,
        "die_area_um2": 198000,
        "core_area_um2": 195000,
        "die_h_um": 445,
        "io_pins": 27,
        "rows": 162,
    },
    "global_routing": {
        "grt_use_total_pct": 20.8,
        "grt_pass1_vias": 40100,
        "grt_max_degree": 128,
        "grt_pass1_wl_um": 269000,
        "grt_overflow": 0,
        "antenna_found_initial": 6,
    },
    "hold_path": {
        "worstHoldPathCells": 1,
        "hold_end": "core[81][5]",
        "min_from": "storData[5]",
        "hold_class": "in -> reg",
    },
    "power": {
        "comb_power_share_pct": 4.5,
        "power_leakage_nw": 26.6,
        "p_seq_share_pct": 53.9,
        "peakVddDrop_uv": 55.4,
        "p_sw_share_pct": 20.8,
        "p_int_w": 0.00478,
        "power_switching_w": 0.00125,
        "p_per_area_nw_per_um2": 68.2,
        "clock_power_share_pct": 41.6,
        "p_total_w": 0.00603,
    },
    "detailed_routing": {
        "ant_nets": 0,
        "wire_per_inst_um": 28.4,
        "initialDrtViolationCount": 2452,
        "drt_drc_violations_left": 0,
        "wl_um": 183000,
        "vias": 36300,
        "routed_via_density": 5.62,
        "drt-pass1-iter-count": 21,
    },
    "clocking": {
        "cts.htree.levels": 4,
        "max-clock-path-buffers": 3,
        "numCtsBuffers": 201,
        "post_cts_resized": 0,
        "clock-root-buffer": "clkbuf_16",
        "post_cts_buffers": 0,
        "cts_tree": "yes",
        "clk_pin_slew_ns": 0.06,
        "cts.hold.buffers_added": 0,
        "clock-sinks": 2048,
    },
    "final_timing": {
        "fin_setup_tns_ns": 0,
        "fmax_ghz": 0.0569,
        "slew_headroom_pct": 23.1,
        "holdWs_ns": 5.40,
        "period_used_pct": 60.4,
        "tightest_slew_ns": 1.14,
        "timing.final.hold_violations": 0,
        "final_period_minus_worst_setup_slack_ns": 17.57,
        "slew_viol_final": 0,
        "setup_viol": 0,
        "rsz0062_at_grt": "no",
    },
    "logic_synthesis": {
        "syn_area_um2": 78300,
        "synthFlopType": "edfxtp_1",
        "yosysMostFrequentCell": "edfxtp_1",
        "ys_cells": 3539,
        "avgSynthCellArea_um2": 22.1,
        "synthTopCellsByArea": "edfxtp_1 79%, mux4_2 15%, a22oi_1 2.5%",
        "top_area_cell": "edfxtp_1",
        "post_synth_num_cell_types": 21,
        "ys_seq_share_pct": 78.5,
        "common_cells": "2,048 x edfxtp_1, 512 x mux4_2, 256 x a22oi_1, 232 x nor2_1, 145 x clkbuf_1",
        "synthCells": 3539,
        "top_cell_area_share_pct": 78.5,
        "edf_count": 2048,
        "ys_chip_area_um2": 78300,
        "ys_ff": 2048,
        "synthArstFlopShare_pct": 0,
        "yosysWarningCount": 2,
    },
    "placed_design": {
        "placed_area_um2": 82100,
        "io_buffers": 25,
        "dp.cells": 6098,
        "dpl.hpwl_um": 106000,
        "routabilityCongestion": 0.867,
    },
    "finish": {
        "largest_register_ffs": 2048,
        "regMostFlops": "core",
        "fill_cells": 15900,
        "area_growth_pct": 12.9,
        "layout.cells.non_filler": 6462,
        "finalInstanceArea_um2": 88500,
        "largestRegisters": "core: 2048 flops",
        "drive_above_1_share_pct": 24.9,
    },
    "job": {
        "cap_violations": 0,
        "warnings": 33,
    },
    "outcome": {
        "status": "finished, final reports clean",
    },
}
==> kinds of logic (layout without fill, tap and decap cells) <==
logic type	after synthesis	after routing	synth area share, %
mux	512	512	14.7
buf+inv	233	529	1.40
compound gates	416	416	3.63
simple gates	330	330	1.74
flops	2048	2048	78.5
other cells	0	3	0
==> worst max-delay path by stage <==
stage / cells past startpoint / endpoint
final: 11 / loadData[6]
after CTS: 11 / loadData[6]
after global routing: 11 / loadData[6]
==> critical path, delay by kind of cell <==
family / cells / cell delay (ns)
multiplexers: 1 / 0.61
buffers and inverters: 6 / 3.24
AND/OR/NAND/NOR: 1 / 0.51
AND-OR/OR-AND: 3 / 1.50
==> power by group through the flow <==
stage                 Sequential [W]  Combinational (W)  Clock [W]
final                        0.00325           0.000269    0.00251
after global routing         0.00325           0.000291    0.00267
after CTS                    0.00325           0.000275    0.00256
==> placed cells by master, fill, tap and decap left out, types with 2 or more instances in the layout <==
cell type	n
edfxtp_1	2048
mux4_2	512
a22oi_1	256
nor2_1	231
clkbuf_16	206
buf_4	135
a21oi_1	128
clkinv_1	46
clkbuf_1	41
clkinv_2	37
nor3_1	30
nand2_1	28
o41ai_1	27
bufinv_16	16
clkdlybuf4s50_1	15
buf_8	10
nand3_1	9
nand4_1	8
buf_12	7
o41ai_2	5
nor2b_1	4
nand2b_1	4
nand3_2	4
clkinv_8	4
diode_2	3
clkinvlp_4	3
clkinv_16	3
nor2b_4	2
nand2b_2	2
or2_2	2
and2_1	2
inv_6	2
clkinv_4	2
==> area by class of cell <==
class                      count  area [µm²]  share of cell area [%]
multi-input combinational   1258       15800                    17.9
inverter                       1        3.75                 0.00424
tap                         2624        3280                    3.71
clock buffer                 247        5310                    6.00
sequential                  2048       61500                    69.5
timing repair buffer         167        1450                    1.64
clock inverter               114        1070                    1.21
antenna                        3        7.51                 0.00849
==> layer usage <==
metal	up-vias	wire length (µm)	global-route usage [%]	part of all wire [%]
li1	15400	-	-	-
met2	1920	87600	30.4	48
met5	-	542	1.88	0.30
met3	292	27500	14.0	15
met1	18700	62800	27.1	34
met4	18	4900	4.38	2.7
==> metrics by stage <==
step / utilization, % / setup slack [ns]
3_3_place_gp: 42.1 / 11.41
2_1_floorplan: - / 15.72
4_1_cts: 45.4 / 11.41
6_report: 45.4 / 11.53
3_5_place_dp: 42.1 / 11.40
5_1_grt: 45.4 / 10.94
Power figures rest on the tool's default switching activity, not on a simulated workload.

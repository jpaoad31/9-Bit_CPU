$ cat ./config.mk
export PLATFORM = sky130hd
export DESIGN_NAME = program_counter
export DESIGN_NICKNAME = program_counter
export VERILOG_FILES = /design/flow/design.v
export SDC_FILE = /design/flow/constraint.sdc
export NUM_CORES = 4
export LEC_CHECK = 1
export CORE_AREA = 10 10 87 87
export DIE_AREA = 0 0 97 97
$ cat ./constraint.sdc
current_design program_counter

set clk_period 4.2
set clk_io_pct 0.2

create_clock -name clk0 -period $clk_period [get_ports {clk}]

set non_clock_inputs [all_inputs -no_clocks]
set_input_delay [expr $clk_period * $clk_io_pct] -clock clk0 $non_clock_inputs
set_output_delay [expr $clk_period * $clk_io_pct] -clock clk0 [all_outputs]
$ cat ./design.v
module full_adder (
	input x, y, ci, en,
	output logic s, co);
	always_comb begin
		if (en) begin 
			s = (x^^y)^^ci;
			co = x&y|(ci&(x|y));
		end
		else begin
			s = 1'b0;
			co = 1'b0;
		end
	end
endmodule
module pc_increment (
	input [9:0] rp,
	output [9:0] npc);
wire [9:0] c;
full_adder fa0(.x(rp[0]), .y(1'b1), .ci(1'b0), .s(npc[0]), .co(c[0]), .en(1'b1));
full_adder fa1(.x(rp[1]), .y(1'b0), .ci(c[0]), .s(npc[1]), .co(c[1]), .en(1'b1));
full_adder fa2(.x(rp[2]), .y(1'b0), .ci(c[1]), .s(npc[2]), .co(c[2]), .en(1'b1));
full_adder fa3(.x(rp[3]), .y(1'b0), .ci(c[2]), .s(npc[3]), .co(c[3]), .en(1'b1));
full_adder fa4(.x(rp[4]), .y(1'b0), .ci(c[3]), .s(npc[4]), .co(c[4]), .en(1'b1));
full_adder fa5(.x(rp[5]), .y(1'b0), .ci(c[4]), .s(npc[5]), .co(c[5]), .en(1'b1));
full_adder fa6(.x(rp[6]), .y(1'b0), .ci(c[5]), .s(npc[6]), .co(c[6]), .en(1'b1));
full_adder fa7(.x(rp[7]), .y(1'b0), .ci(c[6]), .s(npc[7]), .co(c[7]), .en(1'b1));
full_adder fa8(.x(rp[8]), .y(1'b0), .ci(c[6]), .s(npc[8]), .co(c[8]), .en(1'b1));
full_adder fa9(.x(rp[9]), .y(1'b0), .ci(c[6]), .s(npc[9]), .co(c[9]), .en(1'b1));
endmodule
module program_counter(
input	clk, start, bizr, bnzr, jizr, jnzr, jump2sub, retFsub,
		branch, lj0, lj1, lj2, lj3,
input [7:0] rz, rv,
input [9:0] start_address, subroutine, rl, res,
output logic [9:0] rp=10'b0000000000,
output wire [9:0] npc
);
pc_increment pcincr(.*);
always_ff @(posedge clk) begin
	if (!start) begin
		if (branch) begin
			if (jizr||jnzr)			rp <= res;
			else if (bizr||bnzr)	rp[7:0] <= rz;
		end
		else if (jump2sub) begin
			rp <= subroutine;
		end
		else if (retFsub) begin
			rp <= rl;
		end
		else if (lj0) begin
				rp <= {2'b00, rv};
		end
		else if (lj1) begin
				rp <= {2'b01, rv};
		end
		else if (lj2) begin
				rp <= {2'b10, rv};
		end
		else if (lj3) begin
				rp <= {2'b11, rv};
		end
		else	rp <= npc;
	end
	else rp = start_address;
end
endmodule
$ cat ./run.sh
#!/bin/bash
# OpenROAD 26Q1-2900-gdf79404cd8, Yosys 0.63+post, stock flow scripts
make -C /OpenROAD-flow-scripts/flow DESIGN_CONFIG=/design/flow/config.mk WORK_HOME=/design/flow/orfs finish
==> run summary <==
Critical-path maximum fanout: 3
CTS tree: built
Unique cell types: 35
Setup violators final: 0
Wire length reported by the detailed router: 4900 um
Critical path's most frequent cell: ha_1
Sequential cell area: 300 um2
Top post-synthesis cells by area: edfxtp_1 (25%), buf_4 (12%), mux2_2 (6.5%)
Setup repair after global routing missed its margin: no
YS chip area: 0.00121 mm2
Power consumption: 416 uW
Setup clock skew after layout: 0.00359 ns
Max_cap viols: 0
Number of detailed-route iterations in the first pass: 4
Post-detailed-route wirelength per cell: 18.3 um
Clk Tree Root Cell: clkbuf_8
Largest family of logic cells by area: AND-OR/OR-AND gates
Post-synthesis async set-or-reset flop share: 0%
Critical path's slowest cell: clkdlybuf4s50_1
Endpoint kind of the worst setup timing path: primary output
Number of global-route vias before repair: 1381
Number of antenna cells inserted: 0
Final weighted congestion in routability-driven placement: 0.809
Number of hold buffers added after CTS: 0
Total number of vias: 1237
Dominant synthesized flop cell: edfxtp_1
Least-Margin Pin Slew: 0.736 ns
Initial core utilization: 21.4%
Post-CTS Setup Repair Bufs: 0
Area fraction in mux cells: 9.01%
Number of buffer cells added on primary ports: 88
Crit share post-route: 83.0%
Number of warning messages in the logs: 25
Area leader, netlist: edfxtp_1
Remaining routing DRC violations: 0
Yosys stat cell total: 132
Peak clock frequency supported by timing: 287 MHz
H-tree depth reported by CTS: 1
Via density: 4.62
Post-layout min period: 3.48 ns
Area fraction in and, or, nand and nor cells: 16.8%
Worst stage delay on the critical path: 0.52 ns
Most numerous cell types in the synthesized netlist: buf_4 (20), a21oi_1 (15), edfxtp_1 (10)
Total of warnings raised by yosys: 2
Most popular library cell in the synthesized design by count: buf_4
Width of the chip: 97 um
Insertion Delay late pin: 0.23 ns
Multi-input combinational cell area: 703 um2
Global-route wire length before repair: 7650 um
Mapped Area: 0.00121 mm2
Total gr overflow: 0
Crit path required time: 3.36 ns
Detailed Route Iter0 Violations: 40
Mean instance size in the synthesized netlist: 9.16 um2
Setup crit start kind: flip-flop
Largest registers in the final layout: rp x10
Share of layout cells above drive strength 1: 8.67%
Filler cells: 586
Post-synthesis sequential area ratio: 24.8%
Inserted Clock Buffers: 3
Run status: finished clean
Post-synthesis register bit count: 10
Cells after synthesis: 132
Post-CTS Resized: 0
Clock-pin slew reported for the worst setup and hold paths after clock tree synthesis: 0.05 ns
Critical path class: flip-flop to primary output
Full die area: 0.00941 mm2
Number of primary I/O pins: 89
Hold Path Class: flip-flop to flip-flop
Synthesis-to-finish area growth: 68.0%
Number of nets with antenna violations after detailed routing: 0
Number of hold violations in the final report: 0
Leakage power summed over all cells: 0.000745 uW
Antenna violations before repair: 0
Arrival time of the worst setup path: 2.64 ns
Cell area power density: 205 mW/mm2
CP Cell Sequence: ha_1 > ha_1 > ha_1 > ha_1 > ha_1 > ha_1 > xor2_1 > clkdlybuf4s50_1
Number of buffers between clock root and the deepest sink: 2
Synth Area in Compound Gates: 24.0%
Largest net degree at the start of global routing: 25
Area fraction in full adders, half adders and majority gates: 6.21%
Pins over their slew limit: 0
Worst voltage drop across the vdd grid: 107 uV
Global-route total usage across every layer: 9.93%
CTS Sinks: 10
Tightest slew margin relative to the limit: 50.6%
Final worst hold slack: 0.942 ns
Post-DP HPWL: 4060 um
Flip-flop count of the largest register, all copies and words added: 10
Height of the die: 97 um
Xor/xnor share: 2.17%
Floorplan row count: 27
Placeable core area: 0.00564 mm2
Most flops, register: rp
Share of the synthesized area in the top cell type: 24.8%
Number of enable flip-flop cells: 10
Total Neg Setup Slack: 0 ns
==> logic make-up after synthesis <==
family,count (synthesis)
adders and majority gates,6
xor gates and xnor gates,3
muxes,10
AOI/OAI and AO/OA,41
DFF,10
and+or+nand+nor,31
buffers and inverters,31
==> final cells by class <==
cell class | instances | area share, %
well taps | 72 | 4.44
inverters | 3 | 0.555
multi-input cells | 91 | 34.6
flip-flops and latches | 10 | 14.8
repair buffers | 88 | 43.4
clock inverters | 1 | 0.185
clock buffers | 3 | 2.03
==> layout by cell type (no fill, tap or decap), types with 4 or more instances in the layout <==
| cell | instances |
|---|---|
| nor2_1 | 9 |
| clkdlybuf4s50_1 | 88 |
| or3b_2 | 4 |
| a2bb2oi_1 | 7 |
| mux2_2 | 7 |
| nand3b_1 | 6 |
| ha_1 | 6 |
| edfxtp_1 | 10 |
| o21ai_0 | 4 |
| a311o_1 | 6 |
| a21oi_1 | 15 |
==> critical path, delay by kind of cell, from the launching register on <==
family / cells / cell delay [ns]
buf+inv: 1 / 0.52
xor+xnor: 1 / 0.23
fa+ha+maj: 6 / 1.27
flops: 1 / 0.40
==> power by group <==
part           switching (uW)  leakage [uW]  internal, uW
combinational            57.3      0.000617           129
sequential               7.29      0.000105           123
clock                    35.7     0.0000231          63.9
total                     100      0.000745           316
==> final timing paths <==
kind | cells after the start | slack (ns) | startpoint | endpoint
max reg2reg | 10 | 1.56 | rp[0] | rp[8]
min reg2reg | 4 | 0.94 | rp[0] | rp[0]
min | 4 | 0.94 | rp[0] | rp[0]
max | 8 | 0.72 | rp[0] | npc[8]
==> layer usage <==
| metal | global-route usage [%] | up-vias | routed length (um) |
|---|---|---|---|
| li1 | - | 612 | - |
| met1 | 13.2 | 565 | 2210 |
| met4 | 1.13 | 0 | 47 |
| met5 | 0 | - | 0 |
| met2 | 15.8 | 58 | 2240 |
| met3 | 3.22 | 2 | 406 |
==> metrics by stage <==
step                      setup slack [ns]  instance area [um2]  util (%)  cells
after global placement               0.981                 1990      35.2    264
final                                0.715                 2030      36.0    268
after CTS                            0.684                 2030      36.0    268
after global routing                 0.548                 2030      36.0    268
after detailed placement             0.964                 1990      35.2    264
after floorplan                       1.49                 1210         -    132
Power and IR drop assume default switching activity.
